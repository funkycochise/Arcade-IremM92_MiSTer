==> flow/run.sh <==
#!/bin/bash
# OpenROAD 26Q1-2900-gdf79404cd8, Yosys 0.63+post, stock flow scripts
make -C /OpenROAD-flow-scripts/flow DESIGN_CONFIG=/design/flow/config.mk WORK_HOME=/design/flow/orfs finish
==> flow/config.mk <==
export PLATFORM = sky130hd
export DESIGN_NAME = double_linebuf
export DESIGN_NICKNAME = double_linebuf
export VERILOG_FILES = /design/flow/design.v
export SDC_FILE = /design/flow/constraint.sdc
export NUM_CORES = 4
export LEC_CHECK = 1
export CORE_UTILIZATION = 50
export SYNTH_MEMORY_MAX_BITS = 65536
==> flow/constraint.sdc <==
current_design double_linebuf

set clk_period 85.8
set clk_io_pct 0.2

create_clock -name clk0 -period $clk_period [get_ports {clk}]

set non_clock_inputs [all_inputs -no_clocks]
set_input_delay [expr $clk_period * $clk_io_pct] -clock clk0 $non_clock_inputs
set_output_delay [expr $clk_period * $clk_io_pct] -clock clk0 [all_outputs]
==> flow/design.v <==
`timescale 1ns / 1ps
module dualport_ram #(
    parameter width = 8,
    parameter widthad = 10
) (
    input   wire                  clock_a,
    input   wire                  wren_a,
    input   wire    [widthad-1:0] address_a,
    input   wire    [width-1:0]   data_a,
    output  reg     [width-1:0]   q_a,
    input   wire                  clock_b,
    input   wire                  wren_b,
    input   wire    [widthad-1:0] address_b,
    input   wire    [width-1:0]   data_b,
    output  reg     [width-1:0]   q_b
);
reg [width-1:0] ram[(2**widthad)-1:0];
always @(posedge clock_a) begin
    if (wren_a) begin
        ram[address_a] <= data_a;
        q_a <= data_a;
    end else begin
        q_a <= ram[address_a];
    end
end
always @(posedge clock_b) begin
    if(wren_b) begin
        q_b      <= data_b;
        ram[address_b] <= data_b;
    end else begin
        q_b <= ram[address_b];
    end
end
endmodule
module singleport_ram #(
    parameter width = 8,
    parameter widthad = 10
) (
    input   wire                   clock,
    input   wire                   wren,
    input   wire    [widthad-1:0]  address,
    input   wire    [width-1:0]    data,
    output  reg     [width-1:0]    q
);
reg [width-1:0] ram[(2**widthad)-1:0];
always @(posedge clock) begin
    if (wren) begin
        ram[address] <= data;
        q <= data;
    end else begin
        q <= ram[address];
    end
end
endmodule
module singleport_unreg_ram #(
    parameter width = 8,
    parameter widthad = 10
) (
    input   wire                   clock,
    input   wire                   wren,
    input   wire    [widthad-1:0]  address,
    input   wire    [width-1:0]    data,
    output  wire    [width-1:0]    q
);
reg [width-1:0] ram[(2**widthad)-1:0];
assign q = ram[address];
always @(posedge clock) begin
    if (wren) begin
        ram[address] <= data;
    end
end
endmodule
module linebuf(
    input clk,
    input ce_pix,
    input [9:0] scan_pos,
    input scan_active,
    output [11:0] scan_out,
    input [11:0] color0,
    input [11:0] color1,
    input [9:0] draw_pos,
    input draw_we
);
wire [11:0] scan_odd, scan_even;
assign scan_out = scan_pos[0] ? scan_odd : scan_even;
wire [11:0] odd_color = draw_pos[0] ? color0 : color1;
wire [11:0] even_color = draw_pos[0] ? color1 : color0;
wire [8:0] odd_addr = draw_pos[9:1];
wire [8:0] even_addr = draw_pos[0] ? draw_pos[9:1] + 9'd1 : draw_pos[9:1];
dualport_ram #(.widthad(9), .width(12)) buffer_odd
(
    .clock_a(clk),
    .address_a(scan_pos[9:1]),
    .q_a(scan_odd),
    .wren_a(scan_active & ce_pix & scan_pos[0]),
    .data_a(12'd0),
    .clock_b(clk),
    .address_b(odd_addr),
    .data_b(odd_color),
    .wren_b((~scan_active) & draw_we & |odd_color[3:0]),
    .q_b()
);
dualport_ram #(.widthad(9), .width(12)) buffer_even
(
    .clock_a(clk),
    .address_a(scan_pos[9:1]),
    .q_a(scan_even),
    .wren_a(scan_active & ce_pix & ~scan_pos[0]),
    .data_a(12'd0),
    .clock_b(clk),
    .address_b(even_addr),
    .data_b(even_color),
    .wren_b((~scan_active) & draw_we & |even_color[3:0]),
    .q_b()
);
endmodule
module double_linebuf(
    input clk,
    input ce_pix,
    input [9:0] scan_pos,
    input scan_toggle,
    output [11:0] scan_out,
    input [63:0] bitplanes,
    input flip,
    input [6:0] color,
    input prio,
    input [9:0] pos,
    input we,
    output idle
);
wire [11:0] scan_out_0, scan_out_1;
assign scan_out = scan_toggle ? scan_out_0 : scan_out_1;
reg [11:0] color0;
reg [11:0] color1;
reg [9:0] draw_pos;
reg draw_we = 0;
linebuf buf_0(
    .clk(clk),
    .ce_pix(ce_pix),
    .scan_active(scan_toggle),
    .scan_out(scan_out_0),
    .scan_pos(scan_pos),
    .color0(color0),
    .color1(color1),
    .draw_pos(draw_pos),
    .draw_we(draw_we)
);
linebuf buf_1(
    .clk(clk),
    .ce_pix(ce_pix),
    .scan_active(~scan_toggle),
    .scan_out(scan_out_1),
    .scan_pos(scan_pos),
    .color0(color0),
    .color1(color1),
    .draw_pos(draw_pos),
    .draw_we(draw_we)
);
function [63:0] deswizzle(input [63:0] d, input rev);
    begin
        integer i;
        bit [7:0] plane[8];
        bit [7:0] t;
        for( i = 0; i < 8; i = i + 1 ) begin
            t = d[(i*8) +: 8];
            plane[i] = rev ? { t[0], t[1], t[2], t[3], t[4], t[5], t[6], t[7] } : t;
        end
        deswizzle[15:0]  = rev ? { plane[4], plane[0] } : { plane[0], plane[4] };
        deswizzle[31:16] = rev ? { plane[5], plane[1] } : { plane[1], plane[5] };
        deswizzle[47:32] = rev ? { plane[6], plane[2] } : { plane[2], plane[6] };
        deswizzle[63:48] = rev ? { plane[7], plane[3] } : { plane[3], plane[7] };
    end
endfunction
reg [3:0] count = 0;
assign idle = count == 4'd0;
always_ff @(posedge clk) begin
    reg [63:0] bits_r;
    bit [63:0] bits;
    reg [6:0] color_r;
    reg prio_r;
    draw_we <= 0;
    if (count != 4'd0) begin
        color0 <= { prio_r, color_r, bits_r[63], bits_r[47], bits_r[31], bits_r[15] };
        color1 <= { prio_r, color_r, bits_r[62], bits_r[46], bits_r[30], bits_r[14] };
        draw_pos <= draw_pos + 10'd2;
        draw_we <= 1;
        bits_r <= { bits_r[61:0], 2'b00 };
        count <= count - 4'd1;
    end
    if (we) begin
        bits = deswizzle(bitplanes, flip);
        color0 <= { prio, color, bits[63], bits[47], bits[31], bits[15] };
        color1 <= { prio, color, bits[62], bits[46], bits[30], bits[14] };
        draw_we <= 1;
        draw_pos <= pos;
        bits_r <= { bits[61:0], 2'b00 };
        color_r <= color;
        prio_r <= prio;
        count <= 4'd7;
    end
end
endmodule
==> tab_implementation.tex <==
% Table of physical implementation metrics
\begin{tabular}{lr}
\hline
Metric & Value \\
\hline
\multicolumn{2}{l}{\textbf{Run status}} \\
Run status & finished with violations \\
Violated checks & antenna violations, max-capacitance violations \\
\multicolumn{2}{l}{\textbf{Finish}} \\
Most common cell after layout, fill and taps aside & sky130\_fd\_sc\_hd\_\_edfxtp\_1 \\
Most frequently placed logic cells in the final layout & sky130\_fd\_sc\_hd\_\_edfxtp\_1 (24700), sky130\_fd\_sc\_hd\_\_mux4\_2 (5072), sky130\_fd\_sc\_hd\_\_buf\_4 (3869), sky130\_fd\_sc\_hd\_\_mux2i\_1 (2775), sky130\_fd\_sc\_hd\_\_nor2\_1 (2637) \\
Ratio of cells with drive above 1 in the final layout & 0.256 \\
Final non-filler cell total & approximately 76000 \\
Area growth from synthesis to final layout & 13.3\% \\
\multicolumn{2}{l}{\textbf{Route}} \\
Via Count & 476000 \\
Starting DRC count in detailed routing & approximately 33000 \\
Post-route DRC violation count & 0 \\
DR pass1 iterations & 8 \\
ANT nets after route & 1 \\
Routed WL & between 2000000 and 3000000 µm \\
Via/cell ratio & 6.22 \\
Routed wirelength normalized by instance count & about 37 µm \\
\multicolumn{2}{l}{\textbf{Floorplanning}} \\
Width of the die & 1390 µm \\
Die Height & $\sim$1400 µm \\
Num ports & roughly 110 \\
Init Core Util & 0.501 \\
Overall die area & between 1500000 and 2000000 µm² \\
Number of standard-cell rows in the floorplan & between 500 and 600 \\
Placeable core region & $\sim$1900000 µm² \\
\multicolumn{2}{l}{\textbf{Clock tree}} \\
Number of buffers added for setup after CTS & 0 \\
Clock root cell & sky130\_fd\_sc\_hd\_\_clkbuf\_16 \\
CTS sink count & between 20000 and 25000 \\
Clk pin slew, worst setup/hold paths & 0.06 ns \\
Clock network latency to the later pin of the worst-skew pair & between 1.5 and 2 ns \\
Post-CTS sizing & 0 \\
CTS hold repair buffers & 0 \\
TritonCTS clock tree & yes \\
\# H-tree levels & 8 \\
Maximum clock insertion buffer count & 6 \\
Number of CTS-inserted buffers & approximately 2500 \\
\multicolumn{2}{l}{\textbf{Pwr}} \\
Worst VDD drop & between 0.02 and 0.025 mV \\
Sum of internal, switching and leakage power & between 0.02 and 0.03 W \\
Reported leakage power & 347 nW \\
Power Density & between 20 and 25 nW/µm² \\
\multicolumn{2}{l}{\textbf{Placed design}} \\
Final weighted congestion in routability-driven placement & 0.915 \\
Worst slack, placed & between 40 and 50 ns \\
Post-DP HPWL & around 1800000 µm \\
Cell count after placement & 71400 \\
Count of input and output buffers & around 110 \\
\multicolumn{2}{l}{\textbf{Critical path}} \\
Arrival @ worst endpoint & 19.26 ns \\
Setup crit start kind & input port \\
Setup crit end & scan\_out[2] \\
Required time of the critical path & 68.64 ns \\
Endpoint kind of the worst setup timing path & primary output \\
Kind of critical path & in -> out \\
Start point of the critical path & scan\_toggle \\
Startpoint of the worst register-to-register path & color1[1]\$\_DFFE\_PN\_ \\
Capture instance of the worst register-to-register path & buf\_0.buffer\_even.ram[25][1]\$\_DFFE\_PP\_ \\
Worst reg-to-reg path cell count & 13 \\
Worst reg2reg setup slack & between 80 and 90 ns \\
Peak fanout along the critical path & 12 \\
\multicolumn{2}{l}{\textbf{Synthesis}} \\
Asr flop ratio synth & 0 \\
Synth Flop Type & sky130\_fd\_sc\_hd\_\_edfxtp\_1 \\
Area reported by Yosys stat & around 960000 µm² \\
Total standard cell area after synthesis & 957000 µm² \\
Cells after synthesis & about 45000 \\
Seq share, synth & 0.775 \\
Register bit total from synthesis & approximately 25000 \\
Number of flops mapped to enable cells by yosys & about 25000 \\
Average size of a mapped cell & between 20 and 25 µm² \\
Ys Warns & 3 \\
Yosys stat cell total & between 40000 and 50000 \\
Number of distinct library cells after synthesis & 104 \\
\multicolumn{2}{l}{\textbf{Final timing}} \\
Tcrit/Tclk final & 0.425 \\
Least setup slack across all paths after layout & slightly below 50 ns \\
Max-slew violations & 0 \\
Sum of negative setup slack & 0 ns \\
Tmin final & roughly 36 ns \\
Setup violation total in the final timing report & 0 \\
Headroom to the max-slew limit & 0.00403 \\
Unrepaired setup endpoints after global routing & false \\
Final count of hold timing violations & 0 \\
Actual slew at the worst max-slew pin & between 1 and 1.5 ns \\
Peak Freq & 0.0275 GHz \\
Largest clock skew in the final design & between 0.1 and 0.15 ns \\
Post-route worst hold slack & $\sim$0.51 ns \\
\multicolumn{2}{l}{\textbf{Job}} \\
Tally of max-capacitance violations & 1 \\
Count of tool warnings & $\sim$130 \\
\multicolumn{2}{l}{\textbf{Global route}} \\
Final global-route overflow total & 0 \\
Initial antenna violation count & around 300 \\
Maximum number of pins on one net before global-route repair & between 100 and 150 \\
Via count of the first global-routing pass & roughly 520k \\
Wire length of the first global-routing pass & 3920000 µm \\
Global Route Usage Sum & 0.335 \\
\multicolumn{2}{l}{\textbf{Min path}} \\
Min-delay worst type & reg -> reg \\
\hline
\end{tabular}
## cells in the mapped netlist (34+ instances only)
library cell,instances,share of area
sky130_fd_sc_hd__edfxtp_1,24700,0.77
sky130_fd_sc_hd__mux4_2,5072,0.12
sky130_fd_sc_hd__mux2i_1,2779,0.029
sky130_fd_sc_hd__nor2_1,2691,0.011
sky130_fd_sc_hd__clkbuf_1,1013,0.0040
sky130_fd_sc_hd__o221ai_1,909,0.0083
sky130_fd_sc_hd__o22ai_1,887,0.0058
sky130_fd_sc_hd__a21oi_1,884,0.0046
sky130_fd_sc_hd__nand2_1,782,0.0031
sky130_fd_sc_hd__buf_2,587,0.0031
sky130_fd_sc_hd__o21ai_0,587,0.0031
sky130_fd_sc_hd__a22oi_1,503,0.0039
sky130_fd_sc_hd__buf_4,356,0.0028
sky130_fd_sc_hd__buf_6,353,0.0042
sky130_fd_sc_hd__nor3_1,229,0.0012
sky130_fd_sc_hd__buf_8,200,0.0031
sky130_fd_sc_hd__buf_1,195,0.00076
sky130_fd_sc_hd__nand3_1,167,0.00087
sky130_fd_sc_hd__a31oi_1,144,0.00094
sky130_fd_sc_hd__mux4_1,135,0.0037
sky130_fd_sc_hd__mux2_2,126,0.0015
sky130_fd_sc_hd__nor4_1,122,0.00080
sky130_fd_sc_hd__a221oi_1,115,0.0011
sky130_fd_sc_hd__a211oi_1,69,0.00054
sky130_fd_sc_hd__and2_1,68,0.00044
sky130_fd_sc_hd__nand4_1,68,0.00044
sky130_fd_sc_hd__dfxtp_1,53,0.0011
sky130_fd_sc_hd__nor2b_1,53,0.00035
sky130_fd_sc_hd__or3_1,44,0.00029
sky130_fd_sc_hd__o31ai_1,43,0.00034
sky130_fd_sc_hd__a2111oi_0,40,0.00037
sky130_fd_sc_hd__buf_12,39,0.00082
sky130_fd_sc_hd__a32oi_1,38,0.00035
sky130_fd_sc_hd__or4_1,37,0.00029
sky130_fd_sc_hd__a22o_1,35,0.00032
sky130_fd_sc_hd__and3_1,34,0.00022
## metal layers
layer | vias to the layer above | global-route usage | routed length [µm]
met5 | - | 0.0610 | 13300
met4 | 402 | 0.142 | 158000
met3 | 5591 | 0.314 | 617000
met2 | 34100 | 0.447 | 1270000
met1 | 239000 | 0.366 | 769000
li1 | 196000 | - | -
## metrics by stage
step                      utilization  cell area, µm²
after CTS                       0.567         1080000
after detailed placement        0.526         1000000
after floorplan                     -          957000
after global routing            0.567         1080000
final                           0.568         1080000
after global placement          0.526         1000000
## worst min path at each step
stage / startpoint / endpoint / slack [ns] / cells after the start
CTS: count[1]$_SDFFE_PP1N_ / count[1]$_SDFFE_PP1N_ / 0.51 / 1
global route: count[1]$_SDFFE_PP1N_ / count[1]$_SDFFE_PP1N_ / 0.53 / 1
finish: count[1]$_SDFFE_PP1N_ / count[1]$_SDFFE_PP1N_ / 0.51 / 1
## layout make-up
| cell class | count | area (µm²) |
|---|---|---|
| clock inverters | 1396 | 13100 |
| diodes | 526 | 1320 |
| repair buffers | 4043 | 31500 |
| flip-flops and latches | 24700 | 742000 |
| multi-input cells | 17100 | 199000 |
| clock buffers | 3123 | 65900 |
| inverters | 17 | 105 |
| fillers | 136000 | 826000 |
| well taps | 25500 | 31900 |
## logic make-up after synthesis
kind of cell    synth area share
mux                        0.154
buf+inv                   0.0193
compound gates            0.0327
xor+xnor                0.000146
simple gates              0.0193
flops                      0.775
fa+ha+maj              0.0000261
## state kept, by name (all words and copies together) (netlist names), named ones only
name / cells
buf_0.buffer_odd.ram: 6144
draw_pos: 10
buf_1.buffer_odd.q_a: 12
buf_1.buffer_even.ram: 6144
buf_0.buffer_even.q_a: 12
color1: 4
buf_0.buffer_odd.q_a: 12
color0: 12
count: 4
buf_1.buffer_even.q_a: 12
buf_0.buffer_even.ram: 6144
draw_we: 1
buf_1.buffer_odd.ram: 6144
## critical path: stages
cell and delay (ns):
sky130_fd_sc_hd__buf_2 0.86, sky130_fd_sc_hd__buf_4 0.36, sky130_fd_sc_hd__mux4_2 0.35, sky130_fd_sc_hd__clkdlybuf4s50_1 0.46
## power breakdown
part	internal [W]	switching, W	total, W
sequential	0.0136	0.0000210	0.0136
combinational	0.000446	0.00132	0.00177
clock	0.00598	0.00458	0.0106
total	0.0200	0.00592	0.0259
Power is estimated from default activity; no workload was simulated.
